`./design.v`:
```
module i2c (clk,clrn,csn,addr,wrn,d_in,rdn,d_out,i2c_sda,i2c_scl);
    input        clk, clrn;                        
    input        csn;                              
    input  [1:0] addr;                             
    input        wrn;                              
    input  [7:0] d_in;                             
    input        rdn;                              
    output [7:0] d_out;                            
    inout        i2c_sda;                          
    inout        i2c_scl;                          
    reg    [2:0] prev_state = 0;               
    reg    [2:0] curr_state = 0;               
    reg    [2:0] next_state = 0;               
    reg    [2:0] pulse_count = 0;                  
    reg    [3:0] bit_count   = 0;                  
    reg    [7:0] in_buf;                           
    reg          tx_ack;                           
    reg    [7:0] out_buf;                          
    reg          rx_ack;                           
    reg          txd;                              
    reg          scl_h;                            
    reg          sda_h;                            
    reg          started;                          
    reg    [4:0] clk_count = 0;                    
    reg          i2c_clk   = 1;                    
    always @(posedge clk or negedge clrn) begin
        if (!clrn) begin
            clk_count <= 0;
        end else begin
            if  (clk_count == 24) clk_count <= 0;
            else                  clk_count <= clk_count + 5'd1;
            if  (clk_count <= 12) i2c_clk   <= 1;
            else                  i2c_clk   <= 0;
        end
    end
    always @(posedge i2c_clk) begin
        prev_state <= curr_state;
        if (pulse_count == 4)
            pulse_count <= 0;                      
        else if ((curr_state != 5) || i2c_scl)
            pulse_count <= pulse_count + 3'd1;
        if ((bit_count == 8) && (pulse_count == 4))
            bit_count <= 0;                        
        else if ((curr_state == 2) || (curr_state == 3)) begin 
            if (pulse_count == 4) bit_count <= bit_count + 4'd1;
        end else bit_count <= 0;
    end
    always @(posedge clk or negedge clrn) begin
        if (!clrn) begin
            started <= 0;
        end else begin
            case (curr_state)
                0:  begin
                    if ((!csn) && (!wrn)) begin
                        case (addr)
                            2'd0: begin next_state <= 1; end
                            2'd1: begin next_state <= 2;
                                        in_buf <= d_in;       end
                            2'd2: begin next_state <= 3;
                                        tx_ack <= d_in[0];    end
                            2'd3: begin next_state <= 4;  end
                        endcase
                    end 
                    if (prev_state == 1) started <= 1;
                end
                1: begin
                    if (prev_state == 1) begin
                        case (pulse_count)
                            3'd3: if (i2c_scl == 0) next_state <= 5;
                            3'd4: if (i2c_scl == 0) next_state <= 5;
                                  else              next_state <= 0;
                            default: ;
                        endcase
                    end
                end
                2: begin
                    if ((bit_count == 8) && (prev_state == 2)) begin
                        case (pulse_count)
                            3'd3: if (i2c_scl == 0) next_state <= 5;
                            3'd4: if (i2c_scl == 0) next_state <= 5;
                                  else              next_state <= 0;
                            default: ;
                        endcase
                    end
                end
                3: begin
                    if ((bit_count == 8) && (prev_state == 3)) begin
                        case (pulse_count)
                            3'd3: if (i2c_scl == 0) next_state <= 5;
                            3'd4: if (i2c_scl == 0) next_state <= 5;
                                  else              next_state <= 0;
                            default: ;
                        endcase
                    end
                end
                4: begin
                    if ((pulse_count == 4) && (prev_state == 4))
                        next_state <= 0;
                    started <= 0;
                end                
                5: begin
                    if (i2c_scl != 0) next_state <= 0;
                end
            endcase
        end
    end
    always @(posedge i2c_clk) begin
        if (pulse_count == 4) curr_state <= next_state;
    end
    assign i2c_scl = scl_h ? 1'bz : 1'b0;
    assign i2c_sda = sda_h ? 1'bz : 1'b0;
    always @(posedge i2c_clk) begin
        case (curr_state)
            0: begin
                if (started) begin                 
                    sda_h <= 0; scl_h <= 0;
                end else begin                     
                    sda_h <= 1; scl_h <= 1;
                end end
            1: begin                          
                if (started) begin                 
                    case (pulse_count)
                        3'd0: begin scl_h <= 1; sda_h <= 0; end
                        3'd1: begin scl_h <= 1; sda_h <= 1; end
                        3'd2: begin scl_h <= 1; sda_h <= 1; end
                        3'd3: begin scl_h <= 1; sda_h <= 1; end
                        3'd4: begin scl_h <= 1; sda_h <= 0; end
                    endcase
                end else begin                     
                    case (pulse_count)
                        3'd0: begin scl_h <= 1; sda_h <= 1; end
                        3'd1: begin scl_h <= 1; sda_h <= 0; end
                        3'd2: begin scl_h <= 1; sda_h <= 0; end
                        3'd3: begin scl_h <= 1; sda_h <= 0; end
                        3'd4: begin scl_h <= 1; sda_h <= 0; end
                    endcase 
                end end
            2: begin 
                if (bit_count == 8) begin          
                    case (pulse_count)
                        3'd0: begin scl_h <= 0; sda_h <= 1; end
                        3'd1: begin scl_h <= 0; sda_h <= 1; end
                        3'd2: begin scl_h <= 1; sda_h <= 1; end
                        3'd3: begin scl_h <= 1; sda_h <= 1;
                                    rx_ack <= i2c_sda;      end
                        3'd4: begin scl_h <= 0; sda_h <= 1; end
                    endcase
                end else begin                     
                    rx_ack <= 1;                   
                    case (pulse_count)
                        3'd0: begin scl_h <= 0;
                                    sda_h <= in_buf[7-bit_count]; end
                        3'd1: begin scl_h <= 0;
                                    sda_h <= in_buf[7-bit_count]; end
                        3'd2: begin scl_h <= 1;
                                    sda_h <= in_buf[7-bit_count]; end
                        3'd3: begin scl_h <= 1;
                                    sda_h <= in_buf[7-bit_count]; end
                        3'd4: begin scl_h <= 0;
                                    sda_h <= in_buf[7-bit_count]; end
                    endcase
                end end
            3: begin 
                if (bit_count == 8) begin          
                    case (pulse_count)
                        3'd0: begin scl_h <= 0; sda_h <= tx_ack; end
                        3'd1: begin scl_h <= 0; sda_h <= tx_ack; end
                        3'd2: begin scl_h <= 1; sda_h <= tx_ack; end
                        3'd3: begin scl_h <= 1; sda_h <= tx_ack; end
                        3'd4: begin scl_h <= 0; sda_h <= tx_ack; end
                    endcase
                end else begin                     
                    case (pulse_count)
                        3'd0: begin scl_h <= 0; sda_h <= 1;      end
                        3'd1: begin scl_h <= 0; sda_h <= 1;      end
                        3'd2: begin scl_h <= 1; sda_h <= 1;      end
                        3'd3: begin scl_h <= 1; sda_h <= 1;
                                out_buf[7-bit_count] <= i2c_sda; end
                        3'd4: begin scl_h <= 0; sda_h <= 1;      end
                    endcase
                end end
            4: begin                           
                case (pulse_count)
                    3'd0: begin scl_h <= 1; sda_h <= 0; end
                    3'd1: begin scl_h <= 1; sda_h <= 0; end
                    3'd2: begin scl_h <= 1; sda_h <= 1; end
                    3'd3: begin scl_h <= 1; sda_h <= 1; end
                    3'd4: begin scl_h <= 1; sda_h <= 1; end
                endcase end
            5:        begin scl_h <= 1; sda_h <= 1; end
        endcase
    end
    wire       ready  = (curr_state == 0) && (next_state == 0);
    wire [7:0] status = {2'd0,ready,1'b0,rx_ack,curr_state};
    assign     d_out  = (addr == 0) ? out_buf : status;
endmodule
```
`./run.sh`:
```
#!/bin/bash
# OpenROAD 26Q1-2900-gdf79404cd8, Yosys 0.63+post, stock flow scripts
make -C /OpenROAD-flow-scripts/flow DESIGN_CONFIG=/design/flow/config.mk WORK_HOME=/design/flow/orfs finish
```
`./config.mk`:
```
export PLATFORM = sky130hd
export DESIGN_NAME = i2c
export DESIGN_NICKNAME = i2c
export VERILOG_FILES = /design/flow/design.v
export SDC_FILE = /design/flow/constraint.sdc
export NUM_CORES = 4
export LEC_CHECK = 1
export CORE_AREA = 10 10 111 111
export DIE_AREA = 0 0 121 121
```
`./constraint.sdc`:
```
current_design i2c

set clk_period 1.8
set clk_io_pct 0.2

create_clock -name clk0 -period $clk_period [get_ports {clk}]

set non_clock_inputs [all_inputs -no_clocks]
set_input_delay [expr $clk_period * $clk_io_pct] -clock clk0 $non_clock_inputs
set_output_delay [expr $clk_period * $clk_io_pct] -clock clk0 [all_outputs]
```
==> flow report <==
RUN STATUS
-------------------------------------------------------------------------------------------
Outcome ...................................................................... finished clean

CLOCKING
-------------------------------------------------------------------------------------------
Number of buffers added by the clock tree synthesis step .....................            3
Worst-path clk slew ..........................................................      0.04 ns
Cell at the root of the clock tree ...........................................     clkbuf_8
TritonCTS clock tree .........................................................         done
Clk Latency, worst-skew pair .................................................      0.23 ns
CTS Buffer Depth .............................................................            2
Hold-fix buffer count after cts ..............................................            0
Htree depth ..................................................................            1

CRITICAL PATH
-------------------------------------------------------------------------------------------
Worst setup path class .......................................................       in2out
Terminus of the critical flop-to-flop path ................................... clk_count[4]
Reg2reg start ................................................................ clk_count[0]
Arrival time reported for the critical path endpoint .........................      1.37 ns
Worst setup path startpoint ..................................................      addr[0]
Required time of the critical path ...........................................      1.44 ns
Nature of the critical path endpoint .........................................   output pin
Depth of the worst register-to-register path .................................            4
Critical path startpoint category ............................................ primary input
Critical path capture point ..................................................     d_out[7]
Maximum net fanout on the critical path ......................................            6
Register-to-Register Setup Slack .............................................      0.69 ns

STA
-------------------------------------------------------------------------------------------
Slew @ Worst Pin .............................................................    0.6362 ns
Count of endpoints without a timing constraint ...............................           34
Worst slew slack as a fraction of its limit ..................................       57.59%
Final Hold Vio Count .........................................................            0
Total setup violations reported at the end of the flow .......................            0
Worst Clk Skew ...............................................................  0.003120 ns
Count of unclocked register or latch pins ....................................           22
Pins Over Slew Limit .........................................................            0
Unrepaired setup endpoints after global routing ..............................           no
Period utilization ...........................................................       96.14%
Maximum clock frequency ......................................................    577.9 MHz
Tmin final ...................................................................     1.730 ns

GLOBAL ROUTE
-------------------------------------------------------------------------------------------
Vias in the first global route ...............................................         1192
Total routing resource utilization after global routing ......................       4.455%
Wire length of the first global-routing pass .................................     5.630 mm
Initial antenna violation count ..............................................            0
Pin count of the biggest net entering global routing .........................           23
Total gr overflow ............................................................            0

DETAILED ROUTING
-------------------------------------------------------------------------------------------
Post-DR vias/cell ............................................................        3.745
Number of design-rule violations left by the first detailed-router iteration .           53
DRC errors left ..............................................................            0
Wire length reported by the detailed router ..................................     3.178 mm
Diodes inserted ..............................................................            0
Number of vias in the routed layout ..........................................         1217
First-pass detailed-route iteration total ....................................            4
Wire per inst ................................................................     9.778 um
Count of antenna-violating nets left after detailed routing ..................            0

DIE
-------------------------------------------------------------------------------------------
Total number of placement rows ...............................................           36
Die footprint ................................................................  14640 sq um
Chip height ..................................................................       121 um
I/O pin count ................................................................           25
X dimension of the die .......................................................       121 um
Core outline area ............................................................   9864 sq um
Init Core Util ...............................................................       17.33%

LOGIC SYNTHESIS
-------------------------------------------------------------------------------------------
Part of the Yosys area used for sequential elements ..........................       47.14%
Synthesized registers ........................................................           31
Yosys warns ..................................................................            3
Count of flip-flops with a built-in enable after synthesis ...................           16
Most common reg cell .........................................................     edfxtp_1
Post-synthesis async set-or-reset flop share .................................       16.13%
Cells in synth_stat.txt ......................................................          170
Mapped Avg Cell Area .........................................................  10.05 sq um
Yosys stat chip area .........................................................   1709 sq um
Library cells used by synthesis ..............................................           39
Syn Std Cell Area ............................................................   1709 sq um
Syn Inst Count ...............................................................          170

FLOW RUN
-------------------------------------------------------------------------------------------
Max capacitance violation total ..............................................            0
OpenROAD warnings ............................................................           42

PLACEMENT
-------------------------------------------------------------------------------------------
Half-perimeter wire length after placement ...................................     2.418 mm
Final RePlAce weighted congestion ............................................       0.7405
Port Buffers .................................................................           13
Cell Area, Placed ............................................................   2017 sq um

LAYOUT
-------------------------------------------------------------------------------------------
Commonest cells after routing, fill and taps aside ........................... 16 x nand2_1, 16 x edfxtp_1, 14 x ha_1
Post-route standard cell area excluding fillers ..............................   2131 sq um
Proportion of layout cells with a drive suffix above 1 .......................       15.63%
Area overhead of the layout relative to synthesis ............................       24.67%
Final Util ...................................................................       21.60%

POWER
-------------------------------------------------------------------------------------------
Maximum ir drop on the vdd rail ..............................................  0.0004225 V
Overall Power ................................................................  0.0005303 W
Power density over cell area ................................................. 248.9 nW/um^2
Leak Pwr .....................................................................    0.8366 nW

WORST HOLD PATH
-------------------------------------------------------------------------------------------
Worst min-delay path class ...................................................     in2async

==> per-layer routing <==
metal  part of all wire, %  up-vias  global-route usage, %  routed length, um
li1                      -      643                      -                  -
met1                    53      561                  6.661               1671
met2                    43       11                  6.633               1362
met3                   3.5        2                  1.039                110
met4                   1.1        0                 0.4525                 34
met5                     0        -                      0                  0
==> cell families (layout without fill, tap and decap cells) <==
kind of cell	Yosys count	count (layout)	share of synthesized area [%]
muxes	5	5	3.221
DFF	31	31	47.14
buffers and inverters	22	43	5.270
other	1	2	0.2194
and+or+nand+nor	63	63	19.47
AOI/OAI and AO/OA	30	30	12.15
xor gates and xnor gates	3	3	1.538
adders and majority gates	15	15	10.98
==> metrics by stage <==
step                      worst slack [ns]  cells  TNS [ns]  hold WS, ns
after floorplan                     0.2730    171         0      0.06441
after global placement             -0.5252    315    -4.294       0.4683
after detailed placement           -0.5419    315    -4.434       0.4760
after CTS                          0.02735    322         0       0.4749
after global routing               0.01129    325         0       0.4787
final                              0.06952    325         0       0.4644
==> cell usage after synthesis, types with 3 or more instances <==
cell type	n	share of area (%)
a21oi_1	8	2.3
and2_1	3	1.1
clkbuf_1	6	1.3
dfrtp_1	5	7.3
dfxtp_1	10	12
edfxtp_1	16	28
ha_1	15	11
inv_1	14	3.1
mux2_2	4	2.6
nand2_1	16	3.5
nand2b_1	3	1.1
nand3_1	9	2.6
nor2_1	13	2.9
nor2b_1	3	1.1
nor3_1	3	0.88
nor4_1	5	1.8
o21a_1	3	1.3
o21ai_0	6	1.8
o31a_1	3	1.5
==> worst min path at each step <==
stage	to	startpoint	slack (ns)	cells after the start
after CTS	clk_count[1]	clrn	0.47	2
after global routing	clk_count[0]	clrn	0.48	2
final	clk_count[1]	clrn	0.46	2
==> area by class of cell <==
class	instances	area (sq um)
inverter	14	52.55
sequential	31	805.8
clock buffer	4	45.04
multi-input combinational	118	857.1
tap	133	166.4
fill	1049	7734
timing repair buffer	25	203.9
==> power by group <==
part           internal (W)   total, W  switching [W]
Clock              0.000154   0.000226      0.0000721
Combinational     0.0000438  0.0000694      0.0000256
Sequential         0.000230   0.000235     0.00000527
Total              0.000427   0.000530       0.000103
==> timing repair <==
action | in CTS | in global routing
setup buffers | 3 | 3
gates resized | 24 | 4
pin swaps | 3 | 2
endpoints found under the hold margin | 0 | 0
setup endpoints to repair | 8 | 4
==> state kept, by name, summed over array words and instances, names as in the netlist <==
register / count
bit_count: 4
clk_count: 5
curr_state: 3
i2c_clk: 1
next_state: 3
out_buf: 8
prev_state: 3
pulse_count: 3
rx_ack: 1
==> critical path: stages <==
cell and delay, ns:
buf_2 0.11, inv_2 0.07, ha_4 0.16, buf_6 0.10, and2_4 0.12, clkdlybuf4s50_1 0.45
Power and IR drop assume default switching activity.
